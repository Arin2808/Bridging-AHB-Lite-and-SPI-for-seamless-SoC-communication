[flow/config.mk]
export PLATFORM = sky130hd
export DESIGN_NAME = spi_master
export DESIGN_NICKNAME = spi_master
export VERILOG_FILES = /design/flow/design.v
export SDC_FILE = /design/flow/constraint.sdc
export NUM_CORES = 4
export LEC_CHECK = 1
export CORE_UTILIZATION = 40
[flow/constraint.sdc]
current_design spi_master

set clk_period 5.6
set clk_io_pct 0.2

create_clock -name clk0 -period $clk_period [get_ports {clk}]

set non_clock_inputs [all_inputs -no_clocks]
set_input_delay [expr $clk_period * $clk_io_pct] -clock clk0 $non_clock_inputs
set_output_delay [expr $clk_period * $clk_io_pct] -clock clk0 [all_outputs]
[flow/design.v]
module spi_master (
    input  wire        clk,                 
    input  wire        reset_n,             
    output reg         spi_clk,             
    output reg         spi_mosi,            
    input  wire        spi_miso,            
    output reg         spi_cs0,             
    output reg         spi_cs1,             
    input  wire [40:0] Tx_FIFO_data_in,     
    output reg         Tx_FIFO_read_en,     
    input  wire        Tx_FIFO_empty,       
    output reg [31:0]  Rx_FIFO_data_out,    
    output reg         Rx_FIFO_write_en,    
    input  wire        Rx_FIFO_full         
);
    reg [40:0] shift_reg;                   
    reg [5:0]  bit_count;                   
    reg [31:0] rx_data;                     
    reg        rx_valid;                    
    reg        wr_rd_en;                    
    reg        chip_sel;                    
    reg [6:0]  addr;                        
    reg [31:0] data;                        
    reg [1:0]  state;                       
    localparam IDLE      = 2'd0,            
               LOAD      = 2'd1,            
               SEND      = 2'd2,            
               WRITE_RX  = 2'd3;            
    parameter SPI_CLK_DIV = 4;  
    reg [2:0] clk_div_cnt;
    reg spi_clk_en;
    always @(posedge clk or negedge reset_n) begin
        if (!reset_n) begin
            clk_div_cnt <= 0;
            spi_clk_en  <= 0;
        end else if (state == SEND) begin
            if (clk_div_cnt == (SPI_CLK_DIV-1)) begin
                clk_div_cnt <= 0;
                spi_clk_en  <= 1;
            end else begin
                clk_div_cnt <= clk_div_cnt + 1;
                spi_clk_en  <= 0;
            end
        end else begin
            clk_div_cnt <= 0;
            spi_clk_en  <= 0;
        end
    end
    always @(posedge clk or negedge reset_n) begin
        if (!reset_n) begin
            state             <= IDLE;
            spi_clk           <= 1'b0;
            spi_mosi          <= 1'b0;
            spi_cs0           <= 1'b1;
            spi_cs1           <= 1'b1;
            Tx_FIFO_read_en   <= 1'b0;
            Rx_FIFO_write_en  <= 1'b0;
            Rx_FIFO_data_out  <= 32'd0;
            shift_reg         <= 41'd0;
            bit_count         <= 6'd0;
            rx_data           <= 32'd0;
            rx_valid          <= 1'b0;
            wr_rd_en          <= 1'b0;
            chip_sel          <= 1'b0;
            addr              <= 7'd0;
            data              <= 32'd0;
        end else begin
            Tx_FIFO_read_en  <= 1'b0;
            Rx_FIFO_write_en <= 1'b0;
            case (state)
                IDLE: begin
                    spi_clk  <= 1'b0;
                    spi_cs0  <= 1'b1;
                    spi_cs1  <= 1'b1;
                    if (!Tx_FIFO_empty) begin
                        state <= LOAD;
                    end
                end
                LOAD: begin
                    shift_reg       <= Tx_FIFO_data_in;
                    wr_rd_en        <= Tx_FIFO_data_in[40];
                    chip_sel        <= Tx_FIFO_data_in[39];
                    addr            <= Tx_FIFO_data_in[38:32];
                    data            <= Tx_FIFO_data_in[31:0];
                    spi_cs0         <= (Tx_FIFO_data_in[39] == 1'b0) ? 1'b0 : 1'b1;
                    spi_cs1         <= (Tx_FIFO_data_in[39] == 1'b1) ? 1'b0 : 1'b1;
                    bit_count       <= 6'd0;
                    rx_valid        <= 1'b0;
                    rx_data         <= 32'd0;
                    Tx_FIFO_read_en <= 1'b1;
                    spi_clk         <= 1'b0;
                    state           <= SEND;
                end
                SEND: begin
                    if (spi_clk_en) begin
                        spi_clk <= ~spi_clk;
                        if (!spi_clk) begin
                            spi_mosi <= shift_reg[40 - bit_count];
                        end else begin
                            if (!wr_rd_en && bit_count >= 6'd9 && bit_count <= 6'd40) begin
                                rx_data[40 - bit_count] <= spi_miso;  
                            end
                            bit_count <= bit_count + 1'b1;
                            if (bit_count == 6'd40) begin
                                spi_cs0 <= 1'b1;  
                                spi_cs1 <= 1'b1;
                                rx_valid <= !wr_rd_en;  
                                state <= (!wr_rd_en) ? WRITE_RX : IDLE;
                            end
                        end
                    end
                end
                WRITE_RX: begin
                    if (!Rx_FIFO_full && rx_valid) begin
                        Rx_FIFO_data_out <= rx_data;
                        Rx_FIFO_write_en <= 1'b1;
                        rx_valid <= 1'b0;
                        state <= IDLE;
                    end
                end
            endcase
        end
    end
endmodule
[flow/run.sh]
#!/bin/bash
# OpenROAD 26Q1-2900-gdf79404cd8, Yosys 0.63+post, stock flow scripts
make -C /OpenROAD-flow-scripts/flow DESIGN_CONFIG=/design/flow/config.mk WORK_HOME=/design/flow/orfs finish
==> impl_results.rst <==
Flow metrics
------------

.. list-table::
   :header-rows: 1

   * - Metric
     - Value
   * - Run status
     - complete, no violations
   * - Area grow syn2layout
     - 25.37%
   * - Most frequent logic cells in the routed design
     - 133 x sky130_fd_sc_hd__nand2_1, 122 x sky130_fd_sc_hd__dfrtp_1, 82 x sky130_fd_sc_hd__clkdlybuf4s50_1
   * - Clock network latency to the later pin of the worst-skew pair
     - 420 ps
   * - Number of fill cells
     - 1332
   * - Number of DRC violations after detailed routing
     - 0
   * - Crit end category
     - register
   * - Clock slew seen by the registers of the worst setup and hold paths
     - 60 ps
   * - Leakage power total
     - between 3 and 4 nW
   * - Netlist Area Pre-Place
     - 6243 um2
   * - Mapped Avg Cell Area
     - 10.51 um2
   * - Worst Slack Setup Final
     - approximately 1100 ps
   * - Number of logged tool warnings
     - 29
   * - Placer's final routability congestion estimate
     - 0.8605
   * - Crit path arrival time
     - between 4000 and 5000 ps
   * - # Post-CTS Setup Buffers
     - 0
   * - Number of non-filler instances in the completed layout
     - about 870
   * - Final wirelength
     - around 13 mm
   * - Number of buffers added by the clock tree synthesis step
     - 17
   * - Category of the critical setup timing path
     - register to register
   * - Synth area leaders
     - sky130_fd_sc_hd__dfrtp_1 49%, sky130_fd_sc_hd__nand2_1 8.0%, sky130_fd_sc_hd__mux2_2 7.4%
   * - Cell total in the yosys stat output
     - approximately 600
   * - Rows
     - roughly 45
   * - Maximum number of pins on one net before global-route repair
     - ~54
   * - Root Buffer Master
     - sky130_fd_sc_hd__clkbuf_16
   * - Post-synth regs
     - approximately 130
   * - Top cell type's share of synthesized area
     - 0.4930
   * - Setup total negative slack
     - 0 ps
   * - H-tree depth
     - 4
   * - Pins Over Slew Limit
     - 0
   * - Port buffer count
     - about 83
   * - Overall Global Routing Usage
     - 0.1803
   * - Sequential share of the synthesized area
     - 0.5056
   * - Min Clock Period, post-route
     - 4487 ps
   * - Congestion Overflow GR
     - 0
   * - Total number of clock tree sinks
     - ~130
   * - Wire length of the first global-routing pass
     - ~23 mm
   * - Largest area contributor in the synthesized netlist
     - sky130_fd_sc_hd__dfrtp_1
   * - Number of iterations in the first detailed-routing pass
     - 5
   * - Switching power summed over all nets
     - ~1.1 mW
   * - Number of enable-type register cells in the synthesized netlist
     - 0
   * - Async set-or-reset flop fraction in the synthesized netlist
     - 1.000
   * - HPWL after DPL
     - 9.201 mm
   * - WHS Path Cells
     - 1
   * - Most frequently used flop master after synthesis
     - sky130_fd_sc_hd__dfrtp_1
   * - Via count of the first global-routing pass
     - approximately 4500
   * - Total inserted antenna cells
     - 0
   * - Data required time at the worst endpoint
     - between 5000 and 6000 ps
   * - Number of maximum-capacitance violations
     - 0
   * - Launch instance of the worst min-delay path
     - clk_div_cnt[0]
   * - Die height
     - approximately 130 um
   * - Mapped Cells
     - 594
   * - Chip area
     - 16110 um2
   * - Number of cell instances on the worst register-to-register path
     - 14
   * - Worst hold path class
     - register to register
   * - Switching Fraction
     - 0.3005
   * - Core Density at Floorplan
     - 0.4107
   * - Minimum setup slack among reg-to-reg paths
     - 1110 ps
   * - Max Root-Sink Buffers
     - 2
   * - Number of hold-slack violations in the final timing report
     - 0
   * - Fraction of power consumed by sequential logic
     - 0.366
   * - WL per Instance
     - around 15 um
   * - Min-Delay Endpoint
     - clk_div_cnt[0]
   * - Total of warnings raised by yosys
     - 1
   * - Share of power burned in combinational logic
     - 0.341
   * - Number of cells upsized or downsized after cts
     - 0
   * - Most frequent standard cell in the layout excluding fill and tap cells
     - sky130_fd_sc_hd__nand2_1
   * - Violation tally from detailed-route iteration zero
     - approximately 260
   * - Yosys Chip Area
     - ~6200 um2
   * - Share of power burned in the clock network
     - 0.293
   * - Ports
     - around 84
   * - Synth unique cells
     - 65
   * - Capturing point of the worst reg2reg path
     - rx_data[6]
   * - Transition at the pin with the smallest max-transition slack
     - about 920 ps
   * - Final hold slack
     - 448.8 ps
   * - Post-Place Cells
     - between 800 and 900
   * - Period Utilization, post-route
     - 0.8012
   * - Fraction of layout instances using a drive strength above 1
     - 0.1560
   * - Power per cell area
     - just under 500 nW/um2
   * - X dimension of the die
     - roughly 130 um
   * - Peak VDD IR
     - roughly 0.00022 V
   * - Post-DR vias/cell
     - between 5 and 6
   * - Remaining antenna violation count after routing
     - 0
   * - Peak clock frequency supported by timing
     - about 220 MHz
   * - Power Internal
     - approximately 2.6 mW
   * - Reg2Reg Launch Point
     - bit_count[1]
   * - RSZ-0062 raised after global routing
     - no
   * - # setup viols final
     - 0
   * - Number of antenna violations at the first check in global routing
     - 0
   * - Total via count after detailed routing
     - between 4000 and 5000
   * - Largest fanout on the critical path
     - 19
   * - Core ar.
     - around 15000 um2
   * - Slew HR
     - 0.3867
   * - CTS tree
     - yes
   * - Flip-flop count of the largest register after layout
     - 41
   * - Worst setup SP type
     - register
   * - Hold_buf cts
     - 0
   * - Setup clock skew after layout
     - 10.78 ps
   * - Pre-CTS setup slack
     - 1123 ps
[area by class of cell]
cell class | count | area (um2) | area share
Timing Repair Buffer | 90 | 880.8 | 0.1125
Clock buffer | 21 | 460.4 | 0.05882
Clock inverter | 10 | 137.6 | 0.01758
Tap cell | 188 | 235.2 | 0.03005
Sequential cell | 126 | 3158 | 0.4035
Multi-Input combinational cell | 425 | 2903 | 0.3708
Inverter | 14 | 52.55 | 0.006714
[power by group through the flow]
stage     Sequential [mW]  Clock, mW  Combinational (mW)
6_report             1.38       1.10                1.28
5_1_grt              1.43       1.17                1.43
4_1_cts              1.39       1.13                1.30
[cells in the mapped netlist, types with 10 or more instances]
cell type                  count
sky130_fd_sc_hd__inv_1        12
sky130_fd_sc_hd__o21ai_0      33
sky130_fd_sc_hd__nand2_1     133
sky130_fd_sc_hd__mux4_2       10
sky130_fd_sc_hd__ha_1         13
sky130_fd_sc_hd__clkbuf_1     19
sky130_fd_sc_hd__dfrtp_1     123
sky130_fd_sc_hd__a21oi_1      13
sky130_fd_sc_hd__nand3_1      18
sky130_fd_sc_hd__nor2_1       21
sky130_fd_sc_hd__o211ai_1     29
sky130_fd_sc_hd__mux2_2       41
[worst max-delay path by stage]
stage	from	to	slack [ps]	cells after the start
after CTS	bit_count[1]	rx_data[6]	1110	14
after global routing	bit_count[1]	rx_data[2]	690	13
final	bit_count[1]	rx_data[6]	1110	14
[worst max-delay path, stage by stage, from the launching register on]
cell and delay [ps]:
sky130_fd_sc_hd__dfrtp_1 460, sky130_fd_sc_hd__inv_1 170, sky130_fd_sc_hd__ha_1 630, sky130_fd_sc_hd__nor4b_1 400
sky130_fd_sc_hd__a32oi_1 160, sky130_fd_sc_hd__nor2_1 340, sky130_fd_sc_hd__nand2_1 100, sky130_fd_sc_hd__ha_1 290
sky130_fd_sc_hd__and4bb_2 220, sky130_fd_sc_hd__nand4_1 90, sky130_fd_sc_hd__o21ai_0 410, sky130_fd_sc_hd__nand4b_1 320
sky130_fd_sc_hd__or3_1 520, sky130_fd_sc_hd__o21ai_0 210, sky130_fd_sc_hd__a31o_1 110
[metrics by stage]
step | util | power (mW) | instance area, um2
6_report | 0.5149 | 3.769 | 7828
5_1_grt | 0.5149 | 4.033 | 7828
4_1_cts | 0.5149 | 3.819 | 7828
3_5_place_dp | 0.4756 | 2.695 | 7229
3_3_place_gp | 0.4756 | 2.670 | 7229
2_1_floorplan | - | 2.203 | 6243
[metal layers]
layer  GRT usage  vias up  part of all wire
met5           0        -                 0
li1            -     2293                 -
met2      0.2773      117              0.46
met4     0.02731        0             0.014
met3     0.03997       16             0.044
met1      0.2791     2245              0.48
[cells by family after synthesis]
| group | share of synthesized area |
|---|---|
| and+or+nand+nor | 0.1721 |
| DFF | 0.5056 |
| AOI/OAI and AO/OA | 0.1309 |
| muxes | 0.1232 |
| buffers and inverters | 0.02946 |
| adders and majority gates | 0.02605 |
| xor gates and xnor gates | 0.01263 |
Power and IR drop assume default switching activity.
