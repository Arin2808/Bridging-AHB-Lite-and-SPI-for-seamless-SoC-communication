==> design/flow/design.v <==
`timescale 1ns / 1ps
module spi_slave (
    input wire clk,       
    input wire rst,       
    input wire sclk,      
    input wire cs,        
    input wire mosi,      
    output reg miso,      
    output reg [15:0] rx_data, 
    input  wire [15:0] tx_data   
);
reg [3:0] bit_cnt;      
reg [15:0] shift_reg_in;   
reg [15:0] shift_reg_out;  
reg sclk_prev;             
reg active;                
always @(posedge clk) begin
    if (rst) begin
        rx_data <= 16'b0;
        shift_reg_in <= 16'b0;
        shift_reg_out <= 16'b0;
        miso <= 1'b0;
        bit_cnt <= 4'd0;
        sclk_prev <= 1'b0;
        active <= 1'b0;
    end else begin
        sclk_prev <= sclk;
        if (!cs && !active) begin
            active <= 1'b1;
            bit_cnt <= 4'd15;
            shift_reg_out <= tx_data;
        end
        if (cs) begin
            active <= 1'b0;
            miso <= 1'b0;
        end
        if (active && !cs) begin
            if (!sclk_prev && sclk) begin
                shift_reg_in <= {shift_reg_in[14:0], mosi};
                bit_cnt <= bit_cnt - 1;
            end
            if (sclk_prev && !sclk) begin
                miso <= shift_reg_out[15];
                shift_reg_out <= {shift_reg_out[14:0], 1'b0};
            end
            if (bit_cnt == 0 && sclk_prev && !sclk) begin
                rx_data <= {shift_reg_in[14:0], mosi};  
                active <= 1'b0;
            end
        end
    end
end
endmodule
==> design/flow/run.sh <==
#!/bin/bash
# OpenROAD 26Q1-2900-gdf79404cd8, Yosys 0.63+post, stock flow scripts
make -C /OpenROAD-flow-scripts/flow DESIGN_CONFIG=/design/flow/config.mk WORK_HOME=/design/flow/orfs finish
==> design/flow/config.mk <==
export PLATFORM = sky130hd
export DESIGN_NAME = spi_slave
export DESIGN_NICKNAME = spi_slave
export VERILOG_FILES = /design/flow/design.v
export SDC_FILE = /design/flow/constraint.sdc
export NUM_CORES = 4
export LEC_CHECK = 1
export CORE_UTILIZATION = 40
==> design/flow/constraint.sdc <==
current_design spi_slave

set clk_period 5.2
set clk_io_pct 0.2

create_clock -name clk0 -period $clk_period [get_ports {clk}]

set non_clock_inputs [all_inputs -no_clocks]
set_input_delay [expr $clk_period * $clk_io_pct] -clock clk0 $non_clock_inputs
set_output_delay [expr $clk_period * $clk_io_pct] -clock clk0 [all_outputs]
==> out/metrics.cfg <==
[outcome]
status = completed

[synth]
mux_share_pct = 7.93
synthSimpleGateAreaFrac_pct = 28.0
synth_flops = 54
synth.cell_area_sq_um = 2270
syn_inst = 257
edf_count = 0
adder_share_pct = 1.10
flop_cell = dfxtp_1
ys_cells = 257
async_reset_ff_share_pct = 0
ys_seq_share_pct = 47.6
synthAoiAreaFrac_pct = 10.5
synthTopLogicFamily = simple AND/OR/NAND/NOR gates
ys_area_sq_um = 2270
xor_area_share_pct = 0
yosys_warnings = 1
synth.distinct_cells = 26
syn_area_per_cell_sq_um = 8.85

[clock_network]
clkLatencyLatePin_ps = 300
cts.sinks = 54
holdBufCountCts = 0
tritoncts = built
numCtsBuffers = 5
cts-resized-gates = 0
h-tree-depth = 2
cts_root_buffer = clkbuf_8
path_clk_slew_ps = 100
postCtsSetupBuffers = 0
clock_path_buffers = 2

[floorplan]
coreArea_sq_um = 5510
io_pins = 38
die_h_um = 77.4
fp.dieArea_sq_um = 5990
rows = 27
initial_core_util_pct = 41.3
dieWidth_um = 77.4

[power]
p_leak_nw = 0.952
swShare_pct = 20.2
p_per_area_nw_per_um2 = 296
combPwrFrac_pct = 7.1
internal-power_uw = 662
seq_power_share_pct = 52.3
pwr-share-clk_pct = 40.6
p_switching_uw = 167
ir_drop_uv = 158

[final_timing]
rsz0062_at_grt = no
max_freq_mhz = 369
tightestPinTransition_ps = 691
relSlewSlack_pct = 53.7
timing.final.crit_share_pct = 52.1
period_minus_slack_ps = 2710
setup_tns_ps = 0
fin_hold_ws_ps = 462
final_hold_viol_count = 0
setup_viol = 0
fin_skew_ps = 9.06
maxSlewViolCount = 0

[critical_path]
r2r_slack_ps = 3390
path_max_fanout = 31
path_buffers = 2
critPathKind = input port to flip-flop
cp_top_family = simple AND/OR/NAND/NOR gates
crit_path_top_delay_cell = nand4bb_4
reg2reg_depth = 4
regToRegEndpoint = rx_data[1]$_SDFFE_PP0P_
critPathMaxStageDelay_ps = 520
startpoint_type = input port
r2r-start = active$_SDFF_PP0_
worstPathCellList = clkdlybuf4s50_1 -> nand4bb_4 -> nor4b_4 -> buf_4 -> mux2i_1
cp.required_ps = 5440
cp.arrival_ps = 2950
end_kind = flip-flop

[cells_and_area]
lay_top_count = nand2_1
fillers = 547
lay_top_cells = nand2_1, dfxtp_1, clkdlybuf4s50_1
syn2layout_area_growth_pct = 23.1
fin_area_sq_um = 2800
drive_above_1_share_pct = 5.61

[worst_hold_path]
min_path_cells = 2
holdPathEnd = shift_reg_in[5]$_SDFFE_PP0P_
hold_path_class = flip-flop to flip-flop
min-delay-start = shift_reg_in[4]$_SDFFE_PP0P_

[place]
io_buffer_count = 37
gp_routability_congestion = 0.742
hpwl_um = 2520
postPlaceCellArea_sq_um = 2660

[route]
drt_iter0_drc = 66
via_per_inst = 4.85
wl_um = 3960
dr.pass1.iters = 4
dr_total_vias = 1732
insertedDiodeCount = 0
wl_per_cell_um = 11.1
ant_nets = 0
drc_errors = 0

[global_route]
grt_overflow = 0
gr-usage-all-layers_pct = 13.7
antenna_found_initial = 0
grt_pass1_wl_um = 6610
grt_max_degree = 71
grt_pass1_vias = 1492

[job]
tool_warnings = 26
drv_cap = 0

## how the worst max path moves through the flow
| stage | cells after the start | slack [ps] | from | end |
|---|---|---|---|---|
| 4_1_cts | 5 | 2470 | cs | rx_data[1]$_SDFFE_PP0P_ |
| 5_1_grt | 5 | 2310 | cs | rx_data[3]$_SDFFE_PP0P_ |
| 6_report | 5 | 2490 | cs | rx_data[1]$_SDFFE_PP0P_ |
## metal layers
layer	up-vias	GRT usage, %	part of all wire, %
met3	6	2.15	2.9
li1	917	-	-
met5	-	0	0
met2	23	22.6	44
met1	786	19.9	52
met4	0	2.08	1.2
## stage by stage
stage / setup slack [ps] / util (%) / std cells / power (mW)
after floorplan: 3160 / - / 257 / 0.478
after global placement: 2200 / 48.2 / 349 / 0.503
after detailed placement: 2140 / 48.2 / 349 / 0.502
after CTS: 2470 / 50.8 / 357 / 0.842
after global routing: 2310 / 50.8 / 357 / 0.864
final: 2490 / 50.8 / 357 / 0.829
## final cells by class
class / count / area, sq um / share of cell area (%)
flip-flops and latches: 54 / 1080 / 38.6
multi-input cells: 181 / 1090 / 38.9
repair buffers: 40 / 388 / 13.9
clock buffers: 6 / 82.6 / 2.95
clock inverters: 2 / 60.1 / 2.15
inverters: 2 / 7.51 / 0.268
well taps: 72 / 90.1 / 3.22
## flip-flops by register name, summed over array words and instances (netlist names)
| name | count |
|---|---|
| rx_data | 16 |
| shift_reg_in | 15 |
| shift_reg_out | 16 |
| bit_cnt | 4 |
| sclk_prev | 1 |
| miso | 1 |
| active | 1 |
## power by group through the flow
| stage | clock [mW] | sequential [mW] | combinational (mW) |
|---|---|---|---|
| after CTS | 0.349 | 0.433 | 0.0595 |
| after global routing | 0.364 | 0.435 | 0.0649 |
| final | 0.337 | 0.433 | 0.0586 |
## synthesized netlist by cell type, types with 2 or more instances
cell type / count / area (sq um)
mux2i_1: 18 / 180
nand2_1: 60 / 225
buf_4: 2 / 15.0
ha_1: 2 / 25.0
buf_2: 5 / 25.0
clkbuf_1: 11 / 41.3
nor2_1: 17 / 63.8
nand2b_1: 32 / 200
nor3_1: 8 / 40.0
dfxtp_1: 54 / 1080
a211oi_1: 3 / 22.5
a311oi_1: 16 / 140
a21oi_1: 15 / 75.1
inv_1: 2 / 7.51
## tightest hold or removal path: stages (launching register included)
cell and delay (ps):
dfxtp_1 330, nand2_1 50, a21oi_1 50
## logic make-up after synthesis
group / Yosys count
muxes: 18
adders and majority gates: 2
buffers and inverters: 22
and+or+nand+nor: 127
AOI/OAI and AO/OA: 34
DFF: 54
No activity file was given, so power comes from the tool's default toggle rates.
