### design/flow/design.v
`timescale 1ns / 1ps
module spi(
input wire clk,
input wire reset,
input wire[15:0]datain,
output wire spi_cs_l,
output wire spi_sclk,
output wire spi_data,
output [4:0]counter
);
reg[15:0]MOSI;
reg[4:0]count;
reg cs_l;
reg sclk;
reg[2:0]state;
always@(posedge clk or posedge reset)
if(reset)begin
     MOSI <= 16'b0; 
     count <= 5'd16;
     cs_l <= 1'b1;
     sclk <= 1'b0;
end 
else begin
case(state)
     0:begin
     sclk <= 1'b0;
     cs_l <= 1'b1;
     state <= 1;
     end 
     1:begin
     sclk <= 1'b0;
     cs_l <= 1'b0;
     MOSI <= datain[count-1];
     count <= count-1;
     state <= 2;
     end 
     2:begin
     sclk <= 1'b1;
     if( count>0 )
     state <= 1;
     else begin
          count<=16;
     state<=0;
     end 
end
default:state<=0;
endcase
end
assign spi_cs_l = cs_l;
assign spi_sclk = sclk;
assign spi_data = MOSI;
assign counter = count;
endmodule
### design/flow/run.sh
#!/bin/bash
# OpenROAD 26Q1-2900-gdf79404cd8, Yosys 0.63+post, stock flow scripts
make -C /OpenROAD-flow-scripts/flow DESIGN_CONFIG=/design/flow/config.mk WORK_HOME=/design/flow/orfs finish
### design/flow/config.mk
export PLATFORM = sky130hd
export DESIGN_NAME = spi
export DESIGN_NICKNAME = spi
export VERILOG_FILES = /design/flow/design.v
export SDC_FILE = /design/flow/constraint.sdc
export NUM_CORES = 4
export LEC_CHECK = 1
export CORE_AREA = 10 10 78 78
export DIE_AREA = 0 0 88 88
### design/flow/constraint.sdc
current_design spi

set clk_period 2.4
set clk_io_pct 0.2

create_clock -name clk0 -period $clk_period [get_ports {clk}]

set non_clock_inputs [all_inputs -no_clocks]
set_input_delay [expr $clk_period * $clk_io_pct] -clock clk0 $non_clock_inputs
set_output_delay [expr $clk_period * $clk_io_pct] -clock clk0 [all_outputs]
==> results.txt <==
yosys + openroad results -> status complete, no violations, Init Core Util 17.4%, Antenna Nets Post-Route 0, Post-CTS Resized 0, Num Clock Sinks 11, Final HPWL DP 1500 um, Ant. Diodes 0, final setup violating endpoints 0, Comb pwr share 55.7%, TritonCTS clock tree yes, global-route wire length before repair 3080 um, Critical Path AT 2080 ps, clock share of power 14.1%, Pint 0.805 mW, worst hold path type reg -> reg, synth warn 1, Mapped Area 768 um^2, Slew Viols, Final 0, largest net degree at the start of global routing 13, # Post-CTS Setup Buffers 0, Finished Layout Cells 151, drt via density 4.15, clk slew on worst S/H paths 50 ps, root buffer cell clkbuf_8, worst-path cell with the longest stage delay ha_1, 1st-pass router iterations 4, vias in the first global route 643, RD Place Congestion 0.783, slowest stage delay, CP 490 ps, YS chip area 768 um^2, H-tree depth 1, layout cells sized above 1 13.1%, CTS Hold Buffers Added 0, syn avg cell area 10.4 um^2, Hold Vio Cnt, Final 0, largest fanout on the critical path 8, power density cells 1190 nW/um^2, area grow syn2layout 41.7%, Buffers on Ports 25, Slew @ Worst Pin 450 ps, Crit path required time 2510 ps, Startpoint Class flop, VDD IR max 0.461 mV, total grt overflow 0, Total Neg Setup Slack 0 ps, num rows 24, crit path capture type flop, crit path cell chain inv_1, ha_1, mux4_1, mux2_2, nand4_2, o311ai_2, Residual DRC 0, GRT Resource Usage Total 4.90%, met2 Usage GRT 6.75%, crit path kind reg -> reg, Unique cell types 31, ys flops 11, Syn Inst Count 74, iteration-0 DRC count of the detailed router 53, switching pwr 0.493 mW, MaxCap Viol Count 0, met3 Use GR 2.71%, met1 Resource Use GR 6.78%, Leak 0.414 nW, sequential share of power 30.3%, Final min period 1970 ps, Placed Instances 147, Setup Skew 3.09 ps, switching part of the total 38.0%, Fillers 457, Log Warnings 26, DR vias 626, WL final 1940 um, Synth Seq Share 35.5%, IO Pins 26, core box area 4410 um^2, Die Span X 88 um, Relative slew margins 70.0%, total CTS buffers 3, Die Height 88 um, yosys cell count 74, Max Freq 0.507 GHz, die area 7740 um^2, initial antenna violation count 0, later-pin clock latency in the skew report 240 ps, Wirelength per Cell 12.8 um, CTS Buffer Depth 2, busiest grt layer met1, RSZ-0062 raised after global routing no, cycle use final 82.2%
cell families after synthesis:
kind of cell	Yosys count	synth area share, %
and+or+nand+nor	28	20.5
AOI/OAI and AO/OA	11	10.1
muxes	8	15.0
xor gates and xnor gates	6	7.82
adders and majority gates	2	3.26
buffers and inverters	8	7.82
DFF	11	35.5
cells in the final DEF, fill, tap and decap left out, types with 3 or more instances in the layout:
master / n
clkdlybuf4s50_1: 25
nand2_1: 8
nor2_1: 7
dfrtp_1: 6
o21ai_0: 5
xnor2_1: 4
mux2i_1: 4
nand2b_1: 3
inv_1: 3
nor2b_1: 3
clkbuf_8: 3
power by group through the flow:
stage         Sequential [mW]  Combinational (mW)  Clock (mW)
finish                  0.393               0.723       0.183
global route            0.412               0.812       0.195
CTS                     0.394               0.739       0.186
registers in the layout, indices dropped and copies added, names as in the netlist, named ones only:
register,count
sclk,1
count,5
state,2
MOSI,1
cs_l,1
per-layer routing:
layer | routed length (um) | vias to the layer above
met4 | 14 | 0
met5 | 0 | -
li1 | - | 308
met3 | 267 | 2
met1 | 885 | 290
met2 | 772 | 26
final timing paths:
check | endpoint | cells after the start | start | slack [ps]
min in group asynchronous | sclk$_DFFE_PP0P_ | 2 | reset | 630
hold / removal | cs_l$_DFFE_PP1P_ | 2 | state[0]$_DFF_P_ | 480
setup / recovery | MOSI[0]$_DFFE_PP0P_ | 6 | count[1]$_DFFE_PP0P_ | 430
max in group asynchronous | count[4]$_DFFE_PP1P_ | 2 | reset | 1460
hold reg to reg | cs_l$_DFFE_PP1P_ | 2 | state[0]$_DFF_P_ | 480
setup reg to reg | MOSI[0]$_DFFE_PP0P_ | 6 | count[1]$_DFFE_PP0P_ | 430
Yosys cell counts, drive strengths merged:
cell	count	share of area (%)
inv	3	1.5
nor2	7	3.4
dfrtp	6	20
a311o	1	1.3
a2111oi	1	1.1
nand4	2	2.4
buf	5	6.4
mux2	2	2.9
xor2	2	3.3
nand3	1	0.65
xnor2	4	4.6
nor2b	3	2.4
nand3b	1	0.98
nor3b	1	0.98
o21ai	5	3.3
nand2	8	3.9
nor3	1	2.1
a21oi	2	1.3
nand2b	3	2.4
dfxtp	2	5.2
ha	2	3.3
mux4	2	6.8
mux2i	4	5.2
nor4b	1	1.1
o311ai	1	2.1
dfstp	2	6.8
a21o	1	0.98
edfxtp	1	3.9
metrics by stage:
stage / hold slack (ps) / utilization (%) / area [um^2] / total power [mW] / setup WS [ps]
after floorplan: 306 / - / 768 / 0.938 / 644
after global placement: 449 / 23.6 / 1040 / 1.12 / 414
after detailed placement: 466 / 23.6 / 1040 / 1.13 / 405
after CTS: 482 / 24.7 / 1090 / 1.32 / 414
after global routing: 525 / 24.7 / 1090 / 1.42 / 286
final: 482 / 24.7 / 1090 / 1.30 / 426
worst max-delay path, delay by kind of cell, from the launching register on:
kind	cells	cell delay, ps
mux	2	620
fa+ha+maj	1	490
flops	1	430
buf+inv	1	110
compound gates	1	100
simple gates	1	80
layout make-up:
cell class,count,area [um^2],area share [%]
inverters,3,11.3,1.03
clock buffers,3,41.3,3.79
repair buffers,26,258,23.7
multi-input cells,55,435,40.0
flip-flops and latches,11,273,25.1
well taps,52,65.1,5.98
clock inverters,1,5.00,0.460
No activity file was given, so power comes from the tool's default toggle rates.
